==> /design/flow/config.mk <==
export PLATFORM = sky130hd
export DESIGN_NAME = MUX2To1_16bit
export DESIGN_NICKNAME = MUX2To1_16bit
export VERILOG_FILES = /design/flow/design.v
export SDC_FILE = /design/flow/constraint.sdc
export NUM_CORES = 4
export LEC_CHECK = 1
export CORE_AREA = 10 10 70 70
export DIE_AREA = 0 0 80 80
==> /design/flow/constraint.sdc <==
current_design MUX2To1_16bit

set clk_period 1.0
set clk_io_pct 0.2

create_clock -name clk0 -period $clk_period

set non_clock_inputs [all_inputs -no_clocks]
set_input_delay [expr $clk_period * $clk_io_pct] -clock clk0 $non_clock_inputs
set_output_delay [expr $clk_period * $clk_io_pct] -clock clk0 [all_outputs]
==> /design/flow/design.v <==
module MUX2To1_4bit(
    input wire [3:0] i_a,
    input wire [3:0] i_b,
    input wire i_s,
    output wire [3:0] o_y
);
    assign o_y = i_s ? i_b : i_a;
endmodule
module MUX2To1_5bit(
    input wire [4:0] i_a,
    input wire [4:0] i_b,
    input wire i_s,
    output wire [4:0] o_y
);
    assign o_y = i_s ? i_b : i_a;
endmodule
module MUX4To1_5bit(
    input wire [4:0] i_a,
    input wire [4:0] i_b,
    input wire [4:0] i_c,
    input wire [4:0] i_d,
    input wire [1:0] i_s,
    output wire [4:0] o_y
);
    assign o_y = (i_s == 2'b00) ? i_a : (i_s == 2'b01) ? i_b : (i_s == 2'b10) ? i_c : i_d;
endmodule  
module MUX2To1_8bit(
    input wire [7:0] i_a,
    input wire [7:0] i_b,
    input wire i_s,
    output wire [7:0] o_y
);
    assign o_y = i_s ? i_b : i_a;
endmodule
module MUX2To1_16bit(
    input wire [15:0] i_a,
    input wire [15:0] i_b,
    input wire i_s,
    output wire [15:0] o_y
);
    assign o_y = i_s ? i_b : i_a;
endmodule
module MUX2To1_32bit(
    input wire [31:0] i_a,
    input wire [31:0] i_b,
    input wire i_s,
    output wire [31:0] o_y
);
    assign o_y = i_s ? i_b : i_a;
endmodule
module MUX4To1_32bit(
    input wire [31:0] i_a,
    input wire [31:0] i_b,
    input wire [31:0] i_c,
    input wire [31:0] i_d,
    input wire [1:0] i_s,
    output wire [31:0] o_y
);
    assign o_y = (i_s == 2'b00) ? i_a : (i_s == 2'b01) ? i_b : (i_s == 2'b10) ? i_c : i_d;
endmodule  
module MUX5To1_32bit(
    input wire [31:0] i_a,
    input wire [31:0] i_b,
    input wire [31:0] i_c,
    input wire [31:0] i_d,
    input wire [31:0] i_e,
    input wire [2:0] i_s,
    output wire [31:0] o_y
);
    assign o_y = (i_s == 3'b000) ? i_a : (i_s == 3'b001) ? i_b : (i_s == 3'b010) ? i_c : (i_s == 3'b011) ? i_d : i_e;
endmodule  
module MUX3To1_32bit(
    input wire [31:0] i_a,
    input wire [31:0] i_b,
    input wire [31:0] i_c,
    input wire [1:0] i_s,
    output wire [31:0] o_y
);
    assign o_y = (i_s == 2'b00) ? i_a : (i_s == 2'b01) ? i_b : i_c;
endmodule  
module MUX3To1_5bit(
    input wire [4:0] i_a,
    input wire [4:0] i_b,
    input wire [4:0] i_c,
    input wire [1:0] i_s,
    output wire [4:0] o_y
);
    assign o_y = (i_s == 2'b00) ? i_a : (i_s == 2'b01) ? i_b : i_c;
endmodule  
==> /design/flow/run.sh <==
#!/bin/bash
# OpenROAD 26Q1-2900-gdf79404cd8, Yosys 0.63+post, stock flow scripts
make -C /OpenROAD-flow-scripts/flow DESIGN_CONFIG=/design/flow/config.mk WORK_HOME=/design/flow/orfs finish
==> run notes <==
Implementation summary

The per-cell routed wire length is 12.5 µm. The number of buffers added on ports is 49. In this run, distinct cell masters in the synthesized netlist total 4. The routed design shows a via density per instance of 3.32. Per the detail_route report, DRC violations left total 0.

The first global-routing pass estimated 2.16 mm of wire. The slew at the pin closest to its max-slew limit is 71.9 ps. The time the worst path needs with I/O delays and setup is 1060 ps. The number of warnings reported in the yosys synthesis log is 0. According to the Yosys statistics, the synthesized design has a chip area of 249 µm². The placed wire-length estimate is 1.22 mm.

The post-route total power is 0.295 mW. Setup repair after global routing could not meet its margin everywhere. The via count of the first global-routing pass is 424.

Summing all multiplexer cells gives an area fraction of 0.874. Global routing finished with a remaining overflow of 0. The initial DRC count is 0. The total met2 wirelength after detailed routing is 350 µm. Entering global routing, the biggest net connects 9 pins.

Nets still carrying antenna violations after routing amount to 0. In the post-route analysis, the smallest setup slack over all paths is -56.0 ps. The total iterations of the first detailed-routing run is 1.

There are 0 flip-flops and latches. For this run, the total global-route usage over all layers was measured as 0.0416. The die area is 6400 µm². In this build the clock could be raised as far as 947 MHz. At the floorplan stage, the core utilization is reported as 0.0729. Per the OpenROAD floorplan log, the width of the die is 80 µm. The critical-path cell with the highest stage delay is sky130_fd_sc_hd__mux2_4. The worst setup slack before clock tree synthesis is -853 ps.

The total wire length is 1.42 mm. The family of cells with the greatest summed delay on the critical path is buffers and inverters. In this run, the synthesized area fraction spent on AND-OR/OR-AND gates is recorded as 0. The final estimated routing congestion in global placement is 0.815. The post-route utilization of the core is recorded as 0.231. The floorplan core area is 3420 µm². The via total after detailed routing is 375. The top cell types in the final layout, fill and taps aside, are sky130_fd_sc_hd__dlygate4sd2_1 (32), sky130_fd_sc_hd__mux2_4 (16), sky130_fd_sc_hd__buf_6 (10). The netlist area before placement is 249 µm². Measured against its own limit, the worst slew margin works out to 0.952. After detailed routing, the wire length on met1 is 725 µm. The type of element capturing the critical path is an output port. The sequential cell area is 0 µm².

The final setup TNS is -811 ps. The count of clock buffers in the final design is 0. The sequential element share of the synthesized area is 0. The combined buffer and inverter count along the critical path is 3. At the worst endpoint, the arrival time is 860 ps. The adder-cell share of the synthesized area is 0. The post-CTS setup buffer count is 0. The cell-mix breakdown from Yosys lists the simple-gate area share as 0.

The final count of hold timing violations is 0. According to the hold report, the worst path is of the primary input to output port type. The final max-slew violation count is 0. The worst-case IR drop observed on VDD is 0.107 mV. A synthesized cell averages 13.8 µm². Wire segments on met3 add up to 339 µm in the final route. The data required time of the worst path is 800 ps. The endpoint of the worst hold path is reported as o_y[9]. Per STA, the highest per-stage delay on the worst path measures 300 ps. The critical path class is primary input to output port.

The cell count after synthesis came out at 18. Of the cells placed in the final design, the portion with a size suffix greater than 1 is 0.522. After synthesis, the design contains 18 cells according to Yosys. The post-synthesis share of cell area spent on xor and xnor gates is 0. The initial antenna violation count is 0. The script extracted a total leakage power of 0.415 nW. The flow ran to the end, but the final reports show violations.

The signal on the critical path passes through buf_12 > buf_16 > mux2_4 > buf_6. The floorplan has 21 rows. The number of placed I/O pins is 49. The highest metal layer with signal wires is met3. 0 antenna diodes ended up in the layout. In this run the power density over the cells is 375 nW/µm². The share of the cycle needed by the critical path after routing is 1.06.

The final report lists the setup-violating endpoint count as 16. In this run the vertical extent of the chip is 80 µm. The worst setup path is launched from a primary input. The max-capacitance violation count is 0. For the worst min-delay path, the startpoint reported by OpenROAD is i_a[9].

The checks that failed: setup timing. The worst hold path was traced through 3 stages. The area overhead of the layout relative to synthesis is 217%. Among logic cells in the layout, the one with the most instances is sky130_fd_sc_hd__dlygate4sd2_1. The highest net fanout along the worst path is 8. The largest family of logic cells by area is multiplexers. Buffers inserted to repair hold after CTS numbered 0. The number of warnings in the stage logs is 34.

Hold timing on the final database bottoms out at a slack of 796 ps.
-- per-stage QoR --
stage / instance area [µm²] / std cells
floorplan: 249 / 18
global placement: 786 / 112
detailed placement: 786 / 112
CTS: 757 / 113
global route: 788 / 113
finish: 788 / 113
-- tightest hold or removal path, stage by stage --
cell and delay (ps):
sky130_fd_sc_hd__dlygate4sd2_1 190, sky130_fd_sc_hd__mux2_4 130, sky130_fd_sc_hd__buf_2 80
-- cell families after synthesis --
group / Yosys count
muxes: 16
buffers and inverters: 2
-- how the worst max path moves through the flow --
stage	startpoint	to	slack (ps)	cells after the start
final	i_s	o_y[12]	-60	4
after global routing	i_s	o_y[4]	-80	4
after CTS	i_s	o_y[11]	-60	4
-- area by class of cell --
cell class	instances	area, µm²
Fill cell	397	2630
Multi-Input combinational cell	16	240
Tap cell	46	57.6
Timing Repair Buffer	51	490
-- power by group --
group / total (mW) / leakage [nW] / switching (mW) / internal (mW)
clock network: 0 / 0 / 0 / 0
logic: 0.295 / 0.415 / 0.0654 / 0.230
registers: 0 / 0 / 0 / 0
total: 0.295 / 0.415 / 0.0654 / 0.230
-- layer usage --
metal  vias up  GRT usage
li1        168          -
met1       158     0.0593
met5         -          0
met3         0     0.0352
met4         0          0
met2        49     0.0474
-- synthesized netlist by cell type --
master / instances / area (µm²)
sky130_fd_sc_hd__mux2_2: 6 / 67.6
sky130_fd_sc_hd__buf_12: 1 / 20.0
sky130_fd_sc_hd__buf_6: 1 / 11.3
sky130_fd_sc_hd__mux2_4: 10 / 150
-- repair_timing --
action	4_1_cts	5_1_grt
setup endpoints to repair	16	16
cloned	1	0
gates resized	101	5
Power and IR drop assume default switching activity.
